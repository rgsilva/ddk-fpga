==> flow/run.sh <==
#!/bin/bash
# OpenROAD 26Q1-2900-gdf79404cd8, Yosys 0.63+post, stock flow scripts
make -C /OpenROAD-flow-scripts/flow DESIGN_CONFIG=/design/flow/config.mk WORK_HOME=/design/flow/orfs finish
==> flow/config.mk <==
export PLATFORM = sky130hd
export DESIGN_NAME = clk_counter_wb
export DESIGN_NICKNAME = clk_counter_wb
export VERILOG_FILES = /design/flow/design.v
export SDC_FILE = /design/flow/constraint.sdc
export NUM_CORES = 4
export LEC_CHECK = 1
export CORE_UTILIZATION = 40
==> flow/constraint.sdc <==
current_design clk_counter_wb

set clk_period 2.7
set clk_io_pct 0.2

create_clock -name clk0 -period $clk_period [get_ports {clk_i}]
create_clock -name clk1 -period $clk_period [get_ports {clk_in}]

set non_clock_inputs [all_inputs -no_clocks]
set_input_delay [expr $clk_period * $clk_io_pct] -clock clk0 $non_clock_inputs
set_output_delay [expr $clk_period * $clk_io_pct] -clock clk0 [all_outputs]
==> flow/design.v <==
module clk_counter(
    input wire          clk_in,
    input wire          rst,
    input wire          start,
    input wire          stop,
    output reg          state,
    output reg [31:0]   count
);
always @ (posedge clk_in)
begin
    if(rst)
    begin
        state <= 1'b0;
        count <= 32'b0;
    end
    else
    begin
        state <= state;
        count <= count;
        case (state)
            1'b0:
            begin
                if (start)
                begin
                    count <= 32'b0;
                    state <= 1'b1;
                end
            end
            1'b1:
            begin
                count <= count + 1;
                if (stop)
                begin
                    state <= 1'b0;
                end
            end
        endcase
    end
end
endmodule
module clk_counter_wb(
    input wire          clk_i,
    input wire          rst_i,
    output reg          ack_o,
    input wire [7:0]    dat_i,
    input wire [3:0]    adr_i,
    output reg [7:0]    dat_o,
    input wire          stb_i,
    input wire          we_i,
    input wire          clk_in,
    input wire [5:0]    ch_in
);
wire ch_start, ch_stop;
assign ch_start = ch_in[0];
assign ch_stop = ch_in[1];
wire start, stop;
edge_detect startedge(
    .clk(clk_in),
    .async_sig(ch_start),
    .fall(start)
);
edge_detect stopedge(
    .clk(clk_in),
    .async_sig(ch_stop),
    .fall(stop)
);
wire [31:0] count;
wire state;
reg force_rst;
wire clk_counter_rst;
assign clk_counter_rst = (rst_i || force_rst);
clk_counter clk_counteri(
    .clk_in(clk_in),
    .rst(clk_counter_rst),
    .start(start),
    .stop(stop),
    .count(count),
    .state(state)
);
always @ (posedge clk_i)
begin
    if(rst_i)
    begin
        force_rst <= 1'b0;
    end
    else
    begin
        ack_o <= 1'b0;
        dat_o <= 8'b0;
        if (stb_i)
        begin
            case(adr_i)
                8'h00:
                begin
                    if (we_i)
                    begin
                        force_rst <= dat_i[0];
                        ack_o <= 1'b1;
                    end
                    else
                    begin
                        dat_o[0] <= clk_counter_rst;
                        ack_o <= 1'b1;
                    end
                end
                8'h01:
                begin
                    begin
                        dat_o[7:0] <= count[07:00];
                        ack_o <= 1'b1;
                    end
                end
                8'h02:
                begin
                    begin
                        dat_o[7:0] <= count[15:08];
                        ack_o <= 1'b1;
                    end
                end
                8'h03:
                begin
                    begin
                        dat_o[7:0] <= count[23:16];
                        ack_o <= 1'b1;
                    end
                end
                8'h04:
                begin
                    begin
                        dat_o[7:0] <= count[31:24];
                        ack_o <= 1'b1;
                    end
                end
            endcase
        end
    end
end
endmodule
module edge_detect (input async_sig,
                    input clk,
                    output reg rise,
                    output reg fall);
  reg [1:3] resync;
  always @(posedge clk)
  begin
    rise <= resync[2] & !resync[3];
    fall <= resync[3] & !resync[2];
    resync <= {async_sig , resync[1:2]};
  end
endmodule
==> impl_metrics.toml <==
# yosys + openroad results
[status]
status = "completed"

[place]
dpl.hpwl_mm = 4.08
gp_congestion = 0.851
preCtsSetupSlack_ps = 288
numPortBuffers = 19
dpl_cell_area_um2 = 2700

[layout]
seq_area_um2 = 1110
postLayoutCoreUtil_pct = 48.1
drive_above_1_share_pct = 9.00
area_growth_syn_to_layout_pct = 16.0
lay_top_cells = "42 x dfxtp_1, 28 x a21oi_1, 24 x nand2_1"
n_fill_cell = 563
stdcell_area_um2 = 2850
logic_area_um2 = 1250
layout_top_cell = "dfxtp_1"

[critical_path]
cp.required_ps = 2930
endpoint_kind = "flip-flop"
start_kind = "flip-flop"
critPathKind = "reg -> reg"
crit_path_max_fanout = 15
crit_arrival_ps = 2470
r2r_setup_slack_ps = 460

[clock_tree]
postCtsResizedCells = 0
postCtsSetupRepairBufs = 0
clk_pin_slew_worst_paths_ps = 90
ctsHoldBuffers = 0
clkSinkCount = 51
cts_tree = "done"

[routing]
drt_wl_total_mm = 5.80
vias_per_cell = 5.88
post_drt_wl_per_cell_um = 15.9
ant_nets = 0
antenna_cells = 0
dr.pass1.iters = 4
drt_iter0_markers = 216
num_vias = 2140
drc = 0

[synthesis]
synth_seq_share_pct = 45.3
ff_type = "dfxtp_1"
synth_cell_type_count = 49
synth_cells = 270
syn_area_um2 = 2450
avgSynthCellArea_um2 = 9.09
ys_cells = 270
ys_warn_count = 3
async_flop_share_pct = 0
synth_flop_count = 51
synth-edff-count = 9
ys_chip_area_um2 = 2450

[die]
die_area_um2 = 6450
core_um2 = 5920
die_h_um = 80.3
die_x_um = 80.3
initCoreUtil_pct = 41.4
ios = 32
placement_rows = 28

[global_route]
grt_usage_pct = 19.5
grt_max_degree = 27
grt_pass1_wl_mm = 9.34
antenna_found_initial = 0
overflow = 0
grt_pass1_vias = 1877

[sta]
setup_viol = 0
final_max_slew_viol_count = 0
rsz0062_at_grt = "no"
setup_tns_ps = 0
finalHoldViolCount = 0
finalClockSkew_ps = 6.83
worst_slack_ps = 459
slew_headroom_pct = 66.0
tightest_slew_ps = 509

[pwr]
power.density_nw_per_um2 = 516
total_power_mw = 1.47
ir_drop_mv = 0.366
leakagePower_nw = 0.878

[hold_path]
hold_path_class = "reg -> reg"

[job]
drv_cap = 0
warning_count = 37
synthesized netlist by cell type (all sizes together), types with 3 or more instances:
cell type | count | share of area (%)
inv | 8 | 1.2
or3 | 13 | 3.3
mux2i | 4 | 1.6
a22oi | 7 | 2.1
nand2 | 25 | 3.9
o41ai | 4 | 1.4
nand4 | 11 | 3.3
nor2 | 14 | 2.1
or4 | 8 | 2.8
nand2b | 3 | 0.76
nor3 | 3 | 0.61
nand3 | 12 | 2.7
o31ai | 3 | 0.92
a21oi | 28 | 5.7
o311ai | 10 | 3.6
buf | 4 | 0.82
dfxtp | 42 | 34
edfxtp | 9 | 11
nor2b | 5 | 1.3
nor4 | 3 | 0.76
clkbuf | 12 | 1.9
a22o | 7 | 2.5
o211ai | 8 | 2.4
xnor2 | 3 | 1.1
area by class of cell:
cell class / instances / share of cell area (%)
Clock buffer: 9 / 4.35
Clock inverter: 3 / 0.747
Inverter: 8 / 1.05
Multi-Input combinational cell: 195 / 43.8
Sequential cell: 51 / 39.0
Tap cell: 75 / 3.30
Timing Repair Buffer: 23 / 7.74
registers in the layout, summed over array words and instances (netlist names):
| name | flops |
|---|---|
| clk_counteri.count | 32 |
| startedge.resync | 3 |
| force_rst | 1 |
| clk_counteri.state | 1 |
| dat_o | 8 |
| ack_o | 1 |
| stopedge.fall | 1 |
| stopedge.resync | 3 |
| startedge.fall | 1 |
final timing paths:
| path | cells after the start | end | start |
|---|---|---|---|
| max | 4 | clk_counteri.count[23]$_SDFFE_PN0P_ | clk_counteri.count[2]$_SDFFE_PN0P_ |
| min reg2reg | 0 | startedge.resync[2]$_DFF_P_ | startedge.resync[1]$_DFF_P_ |
| max in group clk0 | 5 | dat_o[2]$_SDFFCE_PN0N_ | adr_i[0] |
| min in group clk0 | 2 | force_rst$_SDFFE_PP0P_ | force_rst$_SDFFE_PP0P_ |
| max reg2reg | 4 | clk_counteri.count[23]$_SDFFE_PN0P_ | clk_counteri.count[2]$_SDFFE_PN0P_ |
| min | 0 | startedge.resync[2]$_DFF_P_ | startedge.resync[1]$_DFF_P_ |
metrics by stage:
step | instances | hold WS (ps)
after floorplan | 270 | 310
after global placement | 352 | 313
after detailed placement | 352 | 312
after CTS | 364 | 333
after global routing | 364 | 341
final | 364 | 333
per-layer routing:
metal  up-vias  share of wire [%]  GRT usage [%]
met5         -                  0              0
met4         0               0.57           2.50
met3         4                5.8           4.04
met2        65                 44           28.0
met1      1002                 49           31.7
li1       1069                  -              -
critical path, cell delays in order (launching register included):
cell,delay (ps)
dfxtp_1,470
nand4_2,320
or4_4,690
or4_1,540
a21oi_1,150
power by group:
group	switching, mW	total, mW	internal, mW
clock network	0.283	0.595	0.312
registers	0.00760	0.794	0.787
logic	0.0435	0.0798	0.0363
total	0.334	1.47	1.13
cell families (layout without fill, tap and decap cells):
family / after synthesis / count (layout) / synth area share, %
XOR/XNOR: 4 / 4 / 1.43
AND-OR/OR-AND: 74 / 74 / 21.0
multiplexers: 5 / 5 / 2.09
buffers and inverters: 24 / 43 / 3.93
AND/OR/NAND/NOR: 111 / 111 / 25.8
flip-flops: 51 / 51 / 45.3
adder cells (fa/ha/maj): 1 / 1 / 0.510
Power and IR drop assume default switching activity.
