$ cat flow/run.sh
#!/bin/bash
# OpenROAD 26Q1-2900-gdf79404cd8, Yosys 0.63+post, stock flow scripts
make -C /OpenROAD-flow-scripts/flow DESIGN_CONFIG=/design/flow/config.mk WORK_HOME=/design/flow/orfs finish
$ cat flow/config.mk
export PLATFORM = sky130hd
export DESIGN_NAME = glitch
export DESIGN_NICKNAME = glitch
export VERILOG_FILES = /design/flow/design.v
export SDC_FILE = /design/flow/constraint.sdc
export NUM_CORES = 4
export LEC_CHECK = 1
export CORE_UTILIZATION = 40
$ cat flow/constraint.sdc
current_design glitch

set clk_period 13.0
set clk_io_pct 0.2

create_clock -name clk0 -period $clk_period [get_ports {clk_in}]

set non_clock_inputs [all_inputs -no_clocks]
set_input_delay [expr $clk_period * $clk_io_pct] -clock clk0 $non_clock_inputs
set_output_delay [expr $clk_period * $clk_io_pct] -clock clk0 [all_outputs]
$ cat flow/design.v
module glitch(
    input wire          clk_in,
    input wire          clk_gl,
    input wire          rst,
    output wire         ready,
    input wire [48:0]   fifo_in,
    input wire          fifo_empty,
    input wire          fifo_full,
    output reg          fifo_re,
    input wire          board_ready,
    output wire         clk_out,
    output wire         rst_o,
    output reg          glitch_en
);
reg [7:0]   glitch_width;
reg [7:0]   width_cnt;
reg [31:0]  glitch_delay;
reg [31:0]  delay_cnt;
reg [7:0]   glitch_mode;
reg [2:0]   state;
assign ready = (state == 3'b000);
wire [31:0] delay;
assign delay = fifo_in[47:16];
wire [7:0] width;
assign width = fifo_in[15:8];
wire [7:0] mode;
assign mode = fifo_in[7:0];
reg reset_en;
glitch_reset glitch_reseti(
    .clk_in(clk_in),
    .rst(rst),
    .en(reset_en),
    .rst_o(rst_o)
);
glitch_core glitch_corei(
    .clk_in(clk_in),
    .clk_gl(clk_gl),
    .en(glitch_en),
    .mode(glitch_mode),
    .clk_out(clk_out)
);
always @ (posedge clk_in)
begin
    if(rst)
    begin
        state <= 3'b000;
        glitch_en <= 1'b0;
        glitch_width <= 8'b0;
        width_cnt <= 8'b0;
        glitch_delay <= 32'b0;
        delay_cnt <= 32'b0;
        glitch_mode <= 8'b0;
    end
    else
    begin
        fifo_re <= 1'b0;
        reset_en <= 1'b0;
        glitch_en <= glitch_en;
        glitch_width <= glitch_width;
        width_cnt <= width_cnt;
        glitch_delay <= glitch_delay;
        delay_cnt <= delay_cnt;
        glitch_mode <= glitch_mode;
        case (state)
            3'b000:
            begin
                if (fifo_full)
                begin
                    reset_en <= 1'b1;
                    state <= 3'b001;
                end
            end
            3'b001:
            begin
                if (board_ready)
                begin
                    fifo_re <= 1'b1;
                    state <= 3'b010;
                end
            end
            3'b010:
            begin
                glitch_delay <= delay;
                glitch_width <= width;
                glitch_mode <= mode;
                delay_cnt <= 32'b0;
                width_cnt <= 8'b0;
                if (delay == 32'b0 && width == 8'b0)
                begin
                    if (!fifo_empty)
                    begin
                        fifo_re <= 1'b1;
                        state <= 3'b010;
                    end
                    else
                    begin
                        state <= 3'b000;
                    end
                end
                else if (delay == 32'b0)
                begin
                    glitch_en <= 1'b1;
                    state <= 3'b100;
                end
                else
                begin
                    state <= 3'b011;
                end
            end
            3'b011:
            begin
                delay_cnt <= delay_cnt + 1;
                if (delay_cnt >= glitch_delay-1)
                begin
                    if (width != 8'b0)
                    begin
                        glitch_en <= 1'b1;
                        state <= 3'b100;
                    end
                    else
                    begin
                        if (!fifo_empty)
                        begin
                            fifo_re <= 1'b1;
                            state <= 3'b010;
                        end
                        else
                        begin
                            state <= 3'b000;
                        end
                    end                    
                end
            end
            3'b100:
            begin
                width_cnt <= width_cnt + 1;
                if (width_cnt >= glitch_width-1)
                begin
                    glitch_en <= 1'b0;
                    if (!fifo_empty)
                    begin
                        fifo_re <= 1'b1;
                        state <= 3'b010;
                    end
                    else
                    begin
                        state <= 3'b000;
                    end
                end
            end
        endcase
    end
end
endmodule
module glitch_core(
    input wire clk_in,
	input wire clk_gl,
    input wire en,
    input wire [7:0] mode,
    output reg clk_out
);
always @ (clk_in or clk_gl or en)
begin
	clk_out <= clk_in;
	if (en)
	begin
		if (mode[4] == 1'b1)
			clk_out <= (clk_in && clk_gl);
		else if (mode[3] == 1'b1)
			clk_out <= clk_gl;
		else if (mode[2] == 1'b1)
			clk_out <= ~clk_in;
		else if (mode[1] == 1'b1)
			clk_out <= 1'b1;
		else if (mode[0] == 1'b1)
			clk_out <= 1'b0;
	end
end
endmodule
module glitch_reset(
    input wire          clk_in,
    input wire          rst,
    input wire          en,
    output wire         rst_o
);
reg state;
reg [7:0] clk_cnt;
assign rst_o = (state == 1'b0 && !en);
always @ (posedge clk_in)
begin
    if (rst)
    begin
        state <= 1'b0;
        clk_cnt <= 8'b0;
    end
    else
    begin
        state <= state;
        case (state)
            1'b0:
            begin
                if (en)
                begin
                    state <= 1'b1;
                    clk_cnt <= 8'b0;
                end
            end
            1'b1:
            begin
                clk_cnt <= clk_cnt + 1;
                if (clk_cnt >= 8'hFF-1)
                begin
                    state <= 1'b0;
                end
            end
        endcase
    end
end
endmodule
==> impl_metrics.tcl <==
# flow metrics
set metrics [dict create \
    final_critical_path_setup_slack_ps 2920 \
    grt_start_max_net_pins 70 \
    ys_area_um2 5890 \
    log.warning_count 35 \
    cp_common_cell "sky130_fd_sc_hd__clkbuf_16" \
    flow.area_growth_from_synthesis_pct 18.5 \
    vias_in_the_first_global_route 4497 \
    top_flip_flop_cell_by_instance_count_after_synthesis "sky130_fd_sc_hd__dfxtp_1" \
    clockPowerShare 0.437 \
    io_pins 60 \
    totalWireLength_um 13400 \
    switchingPower_uw 188 \
    timing.hold.worst.class "flip-flop to flip-flop" \
    postSynthCellCount 694 \
    criticalPathCategory "clock port to output pin" \
    coreArea_um2 14100 \
    setup_viol 0 \
    drv_slew 0 \
    globalplace.congestion 0.866 \
    combinationalPowerShare 0.144 \
    max_slew_margin 0.451 \
    synth.area.top_cells "sky130_fd_sc_hd__dfxtp_1 (34%), sky130_fd_sc_hd__ha_1 (9.8%), sky130_fd_sc_hd__mux2i_1 (7.8%)" \
    drt-met1-wl_um 6700 \
    maxUsedRoutingLayer "met4" \
    postCtsResizedCells 0 \
    timing.critical_path.from_type "clock port" \
    maxCapViolations 0 \
    preCtsSetupSlack_ps 3220 \
    critical_path_required_ps 10400 \
    path_max_fanout 2 \
    dr_vias_cell 5.41 \
    fin_util 0.495 \
    power_density_nw_per_um2 111 \
    routed-via-count 5017 \
    cts.clk_slew.worst_paths_ps 70 \
    postRouteAntennaNets 0 \
    synth-edff-count 2 \
    detailroute.wirelength.met2_um 5860 \
    postSynthRegisterBits 102 \
    netSwitchingFraction 0.242 \
    status "complete, no violations" \
    ys_warn_count 3 \
    final_hold_viols 0 \
    syn_area_per_cell_um2 8.49 \
    first_pass_grt_wire_length_um 21900 \
    fp.dieW_um 123 \
    drc_errors 0 \
    die_y_um 123 \
    detailed_place_hpwl_um 9810 \
    cell_internal_pwr_uw 590 \
    synth-cells-yosys 694 \
    dr_wl_met3_um 708 \
    grt_overflow_total 0 \
    worstPathBufferInverterCount 3 \
    timing.critical_path.arrival_ps 7480 \
    hold_buffers 0 \
    seq_area_frac_synth 0.350 \
    fillers 1264 \
    critical-path-top-delay-family "buffers and inverters" \
    setup-tns-final_ps 0 \
    post_route_cells_drive_above_1_share 0.0495 \
    synth.cell_area_um2 5890 \
    floorplan.core_util 0.418 \
    grt_setup_unrepaired "false" \
    fin_worst_skew_ps 6.56 \
    ordered_list_of_cells_on_the_worst_path "clkbuf_16 > clkbuf_16 > nand2_1 > o22ai_1 > a21oi_1 > clkdlybuf4s50_1" \
    rows 43 \
    async_reset_ff_frac 0 \
    drc_violation_total_after_the_first_tritonroute_iteration 387 \
    die-area_um2 15200 \
    post_drt_wl_per_cell_um 14.5 \
    synth_dominant_cell_count "sky130_fd_sc_hd__dfxtp_1" \
    post-cts-setup-buffer-count 0 \
    static_leakage_uw 0.00262 \
    detailedRoute.firstPassIterationCount 6 \
    port-buffer-count 55 \
    critical-path-slowest-cell "sky130_fd_sc_hd__clkdlybuf4s50_1" \
    groute.usage.overall 0.187 \
    yosysTopAreaCellShare 0.340 \
    worst_pin_slew_ps 822 \
    worstSetupEndpointType "output pin" \
    num_antenna_cells 0 \
    clkLatencyLatePin_ps 460 \
    yosysUniqueCellTypes 61 \
    vdd_drop_max_mv 0.0788 \
    antenna_violations_before_repair 0 \
    cts_tree "built" \
    slowest_delay_ps 470 \
    seqPwrFrac 0.419 \
    synth.top_cells.by_count "sky130_fd_sc_hd__dfxtp_1 (100), sky130_fd_sc_hd__nor2_1 (98), sky130_fd_sc_hd__a21oi_1 (52), sky130_fd_sc_hd__nand2_1 (48)" \
    post-synth-top-area-cell "sky130_fd_sc_hd__dfxtp_1" \
]
[power groups by stage]
stage	clock (uW)	combinational (uW)	sequential [uW]
after CTS	351	112	326
after global routing	367	126	327
final	340	112	326
[worst reg2reg max path: stages (launching register included)]
cell and delay [ps]:
sky130_fd_sc_hd__dfxtp_1 370, sky130_fd_sc_hd__or4_4 600, sky130_fd_sc_hd__nor4_4 260, sky130_fd_sc_hd__nand4_2 240, sky130_fd_sc_hd__or4_4 610, sky130_fd_sc_hd__nor2_1 150
sky130_fd_sc_hd__xnor2_1 90, sky130_fd_sc_hd__ha_1 310, sky130_fd_sc_hd__nand4_1 140, sky130_fd_sc_hd__or4_1 580, sky130_fd_sc_hd__a31oi_1 320, sky130_fd_sc_hd__o311ai_1 150
sky130_fd_sc_hd__a211oi_1 190, sky130_fd_sc_hd__o221a_1 200
[through the flow]
stage	cells	cell area, um^2	hold WS [ps]	power (uW)
2_1_floorplan	694	5890	453	412
3_3_place_gp	906	6580	469	451
3_5_place_dp	906	6580	481	454
4_1_cts	927	6980	496	789
5_1_grt	927	6980	529	819
6_report	927	6980	501	778
[routing by layer]
layer / vias up / GRT usage
met5: - / 0
met4: 0 / 0.0226
met3: 10 / 0.0419
met2: 93 / 0.281
met1: 2309 / 0.286
li1: 2605 / -
[area by class of cell]
type | count | area (um^2) | share of cell area
timing repair buffer | 56 | 551 | 0.0789
sequential | 102 | 2060 | 0.296
clock inverter | 3 | 43.8 | 0.00627
tap | 180 | 225 | 0.0323
multi-input combinational | 546 | 3660 | 0.524
clock buffer | 19 | 364 | 0.0522
inverter | 21 | 78.8 | 0.0113
[worst paths after layout]
path	from	endpoint	slack, ps	depth (start not counted)
hold / removal	delay_cnt[30]	delay_cnt[30]	500	2
hold reg to reg	delay_cnt[30]	delay_cnt[30]	500	2
setup / recovery	clk_in	clk_out	2920	6
setup reg to reg	glitch_delay[6]	glitch_en	8720	13
[cell usage in the layout (no fill, tap or decap), types with 11 or more instances in the layout]
| master | n |
|---|---|
| sky130_fd_sc_hd__a21oi_1 | 52 |
| sky130_fd_sc_hd__and3_1 | 12 |
| sky130_fd_sc_hd__clkbuf_16 | 13 |
| sky130_fd_sc_hd__clkdlybuf4s50_1 | 54 |
| sky130_fd_sc_hd__dfxtp_1 | 99 |
| sky130_fd_sc_hd__ha_1 | 46 |
| sky130_fd_sc_hd__inv_1 | 19 |
| sky130_fd_sc_hd__mux2i_1 | 46 |
| sky130_fd_sc_hd__nand2_1 | 48 |
| sky130_fd_sc_hd__nand3_1 | 33 |
| sky130_fd_sc_hd__nand4_1 | 18 |
| sky130_fd_sc_hd__nor2_1 | 98 |
| sky130_fd_sc_hd__nor3_1 | 21 |
| sky130_fd_sc_hd__nor4_1 | 14 |
| sky130_fd_sc_hd__o21ai_0 | 11 |
| sky130_fd_sc_hd__or2_0 | 13 |
| sky130_fd_sc_hd__xnor2_1 | 26 |
| sky130_fd_sc_hd__xor2_1 | 13 |
[registers in the layout, summed over array words and instances, names as in the netlist]
| name | count |
|---|---|
| state | 5 |
| glitch_width | 8 |
| glitch_en | 1 |
| width_cnt | 8 |
| glitch_delay | 32 |
| glitch_mode | 5 |
| glitch_reseti.clk_cnt | 8 |
| reset_en | 1 |
| fifo_re | 1 |
| glitch_reseti.state | 1 |
| delay_cnt | 32 |
[cell families after synthesis]
logic type               Yosys count  synth area share
adder cells (fa/ha/maj)           46            0.0977
AND/OR/NAND/NOR                  303             0.267
multiplexers                      54            0.0935
buffers and inverters             46            0.0293
XOR/XNOR                          39            0.0580
AND-OR/OR-AND                    104             0.104
flip-flops                       102             0.350
Power figures rest on the tool's default switching activity, not on a simulated workload.
